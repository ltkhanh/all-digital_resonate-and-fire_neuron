--- design.v ---
module stdDFF1(
    output q,
    output qn,
    input d,
    input rs,
    input clk
);
wire        s,r,sn,rn,rsn;
stdINV      u0(rsn,rs);
stdNAND2    u1(sn,s,rn);
stdNAND3    u2(s,clk,rsn,sn);
stdNAND3    u3(r,clk,s,rn);
stdNAND3    u4(rn,d,rsn,r);
stdNAND2    u5(q,s,qn);
stdNAND3    u6(qn,q,rsn,r);
endmodule
module stdDFF(
    output reg q  ,
    output qn,
    input d,
    input rs,
    input clk
);
always@(posedge clk or posedge rs) begin
    if(rs)
        q <= 1'b0;
    else begin
        q <= d;        
    end
end
stdINV  u0(qn,q);
endmodule
module stdPFD(    
    output fast,
    output fastn,
    output slow,
    output slown,
    input signal,    
    input refClk,
    input reset
);
wire rs,rs1;
stdDFF  u0(.q(slow),.qn(slown),.d(1'd1),.rs(rs),.clk(signal));
stdDFF  u1(.q(fast),.qn(fastn),.d(1'd1),.rs(rs),.clk(refClk));
stdAND2 u2(rs1,slow,fast);
stdOR2  u3(rs,rs1,reset);
endmodule
module delayCell(    
    output dsig,    
    input sig,
    input reset,
    input clk
);
wire       sign;
wire       rs;
stdINV     u000(sign,sig);
stdOR2     u010(rs,reset,sign);
stdDFF     u100(.q(dsig),.qn(),.d(sig),.rs(rs),.clk(clk));
endmodule
module delayCell2(    
    output dsig,    
    input sig,
    input reset,
    input clk
);
wire       sign,signn;
wire       rs;
stdINV     u000(sign,sig);
stdOR2     u010(rs,reset,sign);
stdDFF     u100(.q(signn),.qn(),.d(sig),.rs(rs),.clk(clk));
stdDFF     u101(.q(dsig),.qn(),.d(signn),.rs(rs),.clk(clk));
endmodule
module plsDamperShifter1C(    
    output dsig,    
    input sig,
    input reset,
    input clk
);
wire       sign;
wire       rs;
wire[1:0]  dat;
stdINV     u000(sign,sig);
stdOR2     u010(rs,reset,sign);
stdDFF     u100(.q(dat[0]),.qn(),.d(sig),.rs(rs),.clk(clk));
stdDFF     u101(.q(dat[1]),.qn(),.d(dat[0]),.rs(rs),.clk(clk));
stdXOR2    u200(dsig,dat[0],dat[1]);
endmodule
module plsDamperShifter2C(    
    output dsig,    
    input sig,
    input reset,
    input clk
);
wire       sign,sigdl;
wire       rs;
wire[2:0]  dat;
stdINV     u000(sign,sig);
stdOR2     u010(rs,reset,sign);
stdDFF     u100(.q(dat[0]),.qn(),.d(sig),.rs(rs),.clk(clk));
stdDFF     u101(.q(dat[1]),.qn(),.d(dat[0]),.rs(rs),.clk(clk));
stdDFF     u102(.q(dat[2]),.qn(),.d(dat[1]),.rs(rs),.clk(clk));
stdXOR2    u200(dsig,dat[0],dat[2]);
endmodule
module plsDamperShifter3C(    
    output dsig,    
    input sig,
    input reset,
    input clk
);
wire       sign,sigdl;
wire       rs;
wire[3:0]  dat;
stdINV     u000(sign,sig);
stdOR2     u010(rs,reset,sign);
stdDFF     u100(.q(dat[0]),.qn(),.d(sig),.rs(rs),.clk(clk));
stdDFF     u101(.q(dat[1]),.qn(),.d(dat[0]),.rs(rs),.clk(clk));
stdDFF     u102(.q(dat[2]),.qn(),.d(dat[1]),.rs(rs),.clk(clk));
stdDFF     u103(.q(dat[3]),.qn(),.d(dat[2]),.rs(rs),.clk(clk));
stdXOR2    u200(dsig,dat[0],dat[3]);
endmodule
module plsDamperLogic(    
    output dsig,    
    input sig
);
wire[10:0]    sign;
stdINV       u1(sign[0],sig);
stdBUF       u2(sign[1],sign[0]);
stdBUF       u3(sign[2],sign[1]);
stdBUF       u4(sign[3],sign[2]);
stdBUF       u5(sign[4],sign[3]);
stdBUF       u6(sign[5],sign[4]);
stdBUF       u7(sign[6],sign[5]);
stdBUF       u8(sign[7],sign[6]);
stdBUF       u9(sign[8],sign[7]);
stdBUF       u10(sign[9],sign[8]);
stdBUF       u11(sign[10],sign[9]);
stdAND2      u0(dsig,sig,sign[10]);
endmodule
module stdDCO8(
    output osc,
    input [7:0] maxVal,
    input [7:0] duty,    
    input reset,
    input clk    
);
wire       clkn;
wire[7:0]  counter;
wire[7:0]  counterf;
wire[6:0]  w_xor;
wire[6:0]  w_and;
wire       ovf,rs,fb;
wire       matched,toggle;
wire[13:0]  passed;
wire[13:0]  reached;
stdDFF     u000(.q(counter[0]),.qn(fb),.d(fb),.rs(rs),.clk(clk));
stdXOR2    u001(w_xor[0],counter[0],counter[1]);
stdDFF     u010(.q(counter[1]),.qn(),.d(w_xor[0]),.rs(rs),.clk(clk));
stdAND2    u011(w_and[0],counter[0],counter[1]);
stdXOR2    u012(w_xor[1],w_and[0],counter[2]);
stdDFF     u020(.q(counter[2]),.qn(),.d(w_xor[1]),.rs(rs),.clk(clk));
stdAND2    u021(w_and[1],w_and[0],counter[2]);
stdXOR2    u022(w_xor[2],w_and[1],counter[3]);
stdDFF     u030(.q(counter[3]),.qn(),.d(w_xor[2]),.rs(rs),.clk(clk));
stdAND2    u031(w_and[2],w_and[1],counter[3]);
stdXOR2    u032(w_xor[3],w_and[2],counter[4]);
stdDFF     u040(.q(counter[4]),.qn(),.d(w_xor[3]),.rs(rs),.clk(clk));
stdAND2    u041(w_and[3],w_and[2],counter[4]);
stdXOR2    u042(w_xor[4],w_and[3],counter[5]);
stdDFF     u050(.q(counter[5]),.qn(),.d(w_xor[4]),.rs(rs),.clk(clk));
stdAND2    u051(w_and[4],w_and[3],counter[5]);
stdXOR2    u052(w_xor[5],w_and[4],counter[6]);
stdDFF     u060(.q(counter[6]),.qn(),.d(w_xor[5]),.rs(rs),.clk(clk));
stdAND2    u061(w_and[5],w_and[4],counter[6]);
stdXOR2    u062(w_xor[6],w_and[5],counter[7]);
stdDFF     u070(.q(counter[7]),.qn(),.d(w_xor[6]),.rs(rs),.clk(clk));
stdAND2    u071(w_and[6],w_and[5],counter[7]);
stdDFF     u100(.q(ovf),.qn(),.d(w_and[6]),.rs(rs),.clk(clk));
wire       rsosc;
stdOR2     u101(rsosc,ovf,reset);
stdOR2     u102(rs,rsosc,matched);
stdINV     u110(clkn,clk);
stdAND2    u120(counterf[0],counter[0],clkn);
stdAND2    u121(counterf[1],counter[1],clkn);
stdAND2    u122(counterf[2],counter[2],clkn);
stdAND2    u123(counterf[3],counter[3],clkn);
stdAND2    u124(counterf[4],counter[4],clkn);
stdAND2    u125(counterf[5],counter[5],clkn);
stdAND2    u126(counterf[6],counter[6],clkn);
stdAND2    u127(counterf[7],counter[7],clkn);
wire       tgRs,tgRs1;
stdDFF     u200(.q(),.qn(osc),.d(1'd1),.rs(tgRs),.clk(toggle));
stdOR2     u201(tgRs,tgRs1,rs);
stdDFF     u202(.q(tgRs1),.qn(),.d(1'd1),.rs(rs),.clk(matched));
stdXNOR2   u310(passed[0],counterf[0],duty[0]);
stdXNOR2   u311(passed[1],counterf[1],duty[1]);
stdXNOR2   u312(passed[2],counterf[2],duty[2]);
stdXNOR2   u313(passed[3],counterf[3],duty[3]);
stdXNOR2   u314(passed[4],counterf[4],duty[4]);
stdXNOR2   u315(passed[5],counterf[5],duty[5]);
stdXNOR2   u316(passed[6],counterf[6],duty[6]);
stdXNOR2   u317(passed[7],counterf[7],duty[7]);
stdAND2    u320(passed[8],passed[1],passed[0]);
stdAND2    u321(passed[9],passed[3],passed[2]);
stdAND2    u322(passed[10],passed[5],passed[4]);
stdAND2    u323(passed[11],passed[7],passed[6]);
stdAND2    u324(passed[12],passed[9],passed[8]);
stdAND2    u325(passed[13],passed[11],passed[10]);
stdAND2    u326(toggle,passed[13],passed[12]);
stdXNOR2   u410(reached[0],counterf[0],maxVal[0]);
stdXNOR2   u411(reached[1],counterf[1],maxVal[1]);
stdXNOR2   u412(reached[2],counterf[2],maxVal[2]);
stdXNOR2   u413(reached[3],counterf[3],maxVal[3]);
stdXNOR2   u414(reached[4],counterf[4],maxVal[4]);
stdXNOR2   u415(reached[5],counterf[5],maxVal[5]);
stdXNOR2   u416(reached[6],counterf[6],maxVal[6]);
stdXNOR2   u417(reached[7],counterf[7],maxVal[7]);
stdAND2    u420(reached[8],reached[1],reached[0]);
stdAND2    u421(reached[9],reached[3],reached[2]);
stdAND2    u422(reached[10],reached[5],reached[4]);
stdAND2    u423(reached[11],reached[7],reached[6]);
stdAND2    u424(reached[12],reached[9],reached[8]);
stdAND2    u425(reached[13],reached[11],reached[10]);
stdAND2    u426(matched,reached[13],reached[12]);
endmodule
module stdDCOW
#(
    parameter W = 8
)
(
    output osc,
    input [W-1:0] maxVal,
    input [W-1:0] duty,    
    input reset,
    input clk    
);
reg [W-1:0] counterCycle;
reg [W-1:0] counterDuty;
reg toggle;
assign osc = (maxVal>duty)?toggle:0;
always@(posedge clk or posedge reset) begin
    if(reset) begin
        counterCycle <= 0;
        counterDuty <= 0;
        toggle <= 1'b1;
    end else begin
        if(counterCycle<maxVal) begin
            counterCycle <= counterCycle + 1;
            counterDuty <= counterDuty + 1;
            if(counterDuty<duty) toggle <= 1'b1;
            else toggle <= 1'b0;
        end else begin
            counterCycle <= 0;
            counterDuty <= 0;
            toggle <= 1'b1;
        end
    end
end
endmodule
module rand_xorshift
#(
    parameter W = 16
)
(    
    output [W-1:0] rnd,
    input [W-1:0] seed   
);
wire [W-1:0] temp = seed ^ seed >> 7;
wire [W-1:0] temp2 = temp ^ temp << 9;
wire [W-1:0] temp3 = temp2 ^ temp2 >>13;
wire [W-1:0] rnd_out = temp3;
assign rnd[W-1:0] = rnd_out[W-1:0];
endmodule
--- run.sh ---
#!/bin/bash
# OpenROAD 26Q1-2900-gdf79404cd8, Yosys 0.63+post, stock flow scripts
make -C /OpenROAD-flow-scripts/flow DESIGN_CONFIG=/design/flow/config.mk WORK_HOME=/design/flow/orfs finish
--- config.mk ---
export PLATFORM = sky130hd
export DESIGN_NAME = stdDCOW
export DESIGN_NICKNAME = stdDCOW
export VERILOG_FILES = /design/flow/design.v
export SDC_FILE = /design/flow/constraint.sdc
export NUM_CORES = 4
export LEC_CHECK = 1
export CORE_AREA = 10 10 93 93
export DIE_AREA = 0 0 103 103
--- constraint.sdc ---
current_design stdDCOW

set clk_period 2.6
set clk_io_pct 0.2

create_clock -name clk0 -period $clk_period [get_ports {clk}]

set non_clock_inputs [all_inputs -no_clocks]
set_input_delay [expr $clk_period * $clk_io_pct] -clock clk0 $non_clock_inputs
set_output_delay [expr $clk_period * $clk_io_pct] -clock clk0 [all_outputs]
==> results.cfg <==
; physical design summary
[status]
status = completed

[placement]
place_inst = 243
hpwlAfterDp_um = 2245
numPortBuffers = 18
finalWeightedCongestion = 0.8319

[cts]
numClockSinks = 17
clockBufferDepth = 2
worstSkewPairLatency_ns = 0.25
cts_tree = yes
postCtsSetupRepairBufs = 0
path_clk_slew_ns = 0.06
numCtsBuffers = 3
cts_hold_buf = 0
htree_levels = 1
root_buffer = clkbuf_8

[global_routing]
overflow = 0
grt_usage_pct = 5.444
grt_pass1_vias = 1023
grt_pass1_wl_um = 4747
antenna_found_initial = 0
grt_max_degree = 18

[routing]
antenna_left = 0
dr_total_vias = 994
wl_met1_um = 1376
wl_met3_um = 121
wl_per_cell_um = 11.19
first_pass_iters = 4
wirelength_um = 2764
wl_met2_um = 1230
drc = 0
antenna_cells = 0
vias_per_cell = 4.024
highest_layer = met4
drt_iter0_markers = 55

[floorplanning]
core-area_um2 = 6756
io_pins = 19
die_width_um = 103
die_h_um = 103
die-area_um2 = 10610
core_util_floorplan_pct = 19.17
row_count = 30

[yosys]
netlist_area_um2 = 1295
synth.distinct_cells = 27
topCellsByArea = dfrtp_1 31%, ha_1 23%, xor2_1 5.4%
synth_top_cell_by_count = ha_1
syn_area_per_cell_um2 = 9.737
ys_seq_share_pct = 32.95
ys_warn_count = 1
ys_ff = 17
flop_cell = dfrtp_1
edf_count = 0
synth_top_cell_by_area = dfrtp_1
ys_top_cells_by_count = 24 x ha_1, 18 x inv_1, 16 x dfrtp_1, 15 x nor2_1, 9 x nand3_1
syn-instance-count = 133
yosys_area_um2 = 1295
ys_cells = 133
top_cell_area_share_pct = 30.92
synthArstFlopShare_pct = 100.0

[setup_path]
required_ns = 2.08
crit_path_cell_trace = clkdlybuf4s50_1 > ha_4 > nor2b_1 > o21a_1 > o21ai_1 > a21oi_1 > dlygate4sd2_1
cp-end-kind = output pin
crit_arrival_ns = 2.03
path_delay_family = buffers and inverters
crit_type = input pin to output pin
start_kind = input pin
cp_slowest_cell = clkdlybuf4s50_1
cpPeakStageDelay_ns = 0.54
critPathBufInv = 2
path_max_fanout = 2

[timing]
skew_ns = 0.001635
fin_crit_sh_pct = 98.27
setup_viol = 0
fin_crit_ns = 2.555
slew_headroom_pct = 56.67
final.setup.tns_ns = 0
worst_pin_slew_ns = 0.6493
fmax_mhz = 391.4
hold_viol_final = 0
drv_slew = 0

[power_and_ir_drop]
power_switching_share_pct = 37.68
power_frac_clock_pct = 15.4
power.density_nw_per_um2 = 700.6
comb_power_share_pct = 45.9
internal-power_uw = 775.1
ir_drop_uv = 171.2
power_switching_uw = 468.8
seqPwrFrac_pct = 38.7
leakagePower_nw = 0.8798

[final_layout]
drive_above_1_share_pct = 22.16
fillCellCount = 717
areaGrowthSynthToFinish_pct = 37.10
final_cell_count_no_fill = 247

[hold_path]
hold_path.class = flip-flop to flip-flop

[job]
maxCapViolations = 0
warning_count = 25
==> worst paths after layout <==
check | startpoint | endpoint | depth (start not counted) | slack (ns)
min in group asynchronous | reset | counterDuty[1] | 2 | 0.68
hold reg to reg | counterDuty[0] | counterDuty[0] | 1 | 0.49
setup / recovery | maxVal[1] | osc | 7 | 0.05
setup reg to reg | counterCycle[6] | counterDuty[3] | 5 | 0.82
hold / removal | counterDuty[0] | counterDuty[0] | 1 | 0.49
max in group asynchronous | reset | counterCycle[5] | 2 | 1.51
==> logic make-up after synthesis <==
group,Yosys count,synth area share (%)
compound gates,20,12.75
xor+xnor,12,8.116
fa+ha+maj,24,23.19
buf+inv,19,6.087
flops,17,32.95
simple gates,41,16.91
==> layout by cell type (no fill, tap or decap), drive strengths merged, types with 3 or more instances in the layout <==
master,n
clkdlybuf4s50,14
dlymetal6s2s,3
and3,4
a21oi,6
clkbuf,4
o21ai,3
nand4,4
nor2,21
xnor2,4
dfrtp,16
xor2,8
nand3,9
inv,18
buf,13
ha,24
==> layout make-up <==
| type | count | area (um2) | area share [%] |
|---|---|---|---|
| inverters | 18 | 67.56 | 3.806 |
| repair buffers | 31 | 296.5 | 16.70 |
| flip-flops and latches | 17 | 426.7 | 24.03 |
| well taps | 80 | 100.1 | 5.638 |
| clock buffers | 4 | 45.04 | 2.537 |
| multi-input cells | 97 | 839.6 | 47.29 |
==> power by group through the flow <==
stage	clock (mW)	combinational, mW	sequential (mW)
4_1_cts	0.200	0.576	0.482
5_1_grt	0.212	0.656	0.503
6_report	0.191	0.571	0.482
==> through the flow <==
stage | setup WS [ns] | area, um2 | utilization, % | hold WS, ns | power (mW)
finish | 0.04510 | 1775 | 26.28 | 0.4869 | 1.244
global route | -0.01121 | 1775 | 26.28 | 0.5099 | 1.371
CTS | 0.03587 | 1743 | 25.80 | 0.4919 | 1.258
detailed placement | -0.2237 | 1674 | 24.78 | 0.4811 | 1.052
global placement | -0.2007 | 1674 | 24.78 | 0.4688 | 1.039
floorplan | 0.8034 | 1295 | - | 0.4449 | 0.8935
==> flip-flops by register name, summed over array words and instances (netlist names) <==
name,cells
counterCycle,8
toggle,1
counterDuty,8
==> per-layer routing <==
metal | vias up | global-route usage, %
met1 | 445 | 7.625
met2 | 14 | 8.776
met3 | 2 | 0.8125
li1 | 533 | -
met5 | - | 0
met4 | 0 | 0.9626
==> what timing repair did <==
action,4_1_cts,5_1_grt
endpoints found under the setup margin,1,1
gates resized,4,10
pin swaps,2,4
Power figures rest on the tool's default switching activity, not on a simulated workload.
